--- ./design.v ---
module uart
	#(parameter WAIT_DELAY = 200, 
	            RX_CLOCK_MUL = 5,
					STOPBITS = 1,
					PARITY = 0,
					BITSIZE = 8)
	(input reset,
	 input uart_clock,
	 input [7:0] tx_data,
	 input tx_wren,
	 output reg tx,
	 output wire tx_led,
	 output reg tx_accept,
	 input rx_clock,
	 input rx,
	 output wire rx_led,
	 output reg [7:0] rx_data,
	 output reg rx_data_ready);  
	localparam WAIT_DELAY_BITS = $clog2(WAIT_DELAY);
	reg [WAIT_DELAY_BITS-1:0] wait_count;
	localparam TX_INIT=0, TX_IDLE=1, TX_START_BIT=2, TX_SEND_8BIT=3, TX_PARITY_BIT=4, TX_STOP_BIT=5;
	reg [2:0] tx_state;
	assign tx_led = (tx_state == TX_START_BIT || tx_state == TX_SEND_8BIT || tx_state == TX_STOP_BIT);
	reg [2:0] tx_bit_count;
	reg [7:0] tx_bits;
	reg tx_stopbits;
	reg tx_parity;
	always @(posedge uart_clock or posedge reset)
	begin
		if(reset) begin
			wait_count <= 'b0;
			tx_state <= TX_INIT;
			tx <= 'b1;
			tx_accept <= 'b0;
			tx_bits <= 'b0;
			tx_bit_count <= 0;
			tx_stopbits <= 1'b0;
			tx_parity <= 1'b0;
		end else begin
			case(tx_state)
				TX_INIT: begin
					tx <= 'b1;  
					if(wait_count == (WAIT_DELAY - 1)) begin
						tx_state <= TX_IDLE;
					end else begin
						wait_count <= wait_count + 1;
					end
				end
				TX_IDLE:	begin
					tx <= 'b1;
					if(tx_wren)
					begin
						tx_bits <= tx_data;
						tx_accept <= 'b1;
						tx_state <= TX_START_BIT;
					end				
				end
				TX_START_BIT: begin
					tx <= 'b0;
					tx_accept <= 'b0;
					tx_bit_count <= 0;
					tx_parity <= 1'b0;
					tx_state <= TX_SEND_8BIT;
				end
				TX_SEND_8BIT: begin
					tx_parity <= tx_parity ^ tx_bits[0];
					tx <= tx_bits[0];
					tx_bits <= {1'b0, tx_bits[7:1]};
					if(tx_bit_count == (BITSIZE - 1)) begin
						tx_stopbits <= 1'b0;
						tx_state <= (PARITY == 1 || PARITY == 2) ? TX_PARITY_BIT : TX_STOP_BIT;
					end else begin
						tx_bit_count <= tx_bit_count + 1;
					end
				end
				TX_PARITY_BIT: begin
					tx <= (PARITY == 1) ? ~tx_parity : tx_parity;
					tx_state <= TX_STOP_BIT;  
				end
				TX_STOP_BIT: begin
					tx <= 'b1;
					if((STOPBITS == 1) || ((STOPBITS == 2 && tx_stopbits == 1'b1))) begin
						if(tx_wren)
						begin
							tx_bits <= tx_data;
							tx_accept <= 'b1;
							tx_state <= TX_START_BIT;
						end else begin
							tx_state <= TX_IDLE;
						end
					end else begin
						tx_stopbits <= 1'b1;
					end
				end
				default: begin
					tx <= 'b0;
					tx_accept <= 'b1;
					tx_bit_count <= 0;
					tx_state <= TX_IDLE;
				end
			endcase
		end
	end
	localparam RX_START_BIT_SAMPLES = (RX_CLOCK_MUL + 1) / 2;
	localparam RX_IDLE=0, RX_START_BIT=1, RX_SAMPLE_BITS=2, RX_PARITY_BIT=3, RX_STOP_BIT=4;
	reg [2:0] rx_state;
	reg [($clog2(RX_CLOCK_MUL)-1):0] rx_counter;
	reg [2:0] rx_bit_count;
	reg [7:0] rx_bits;
	assign rx_led = (rx_state == RX_START_BIT || rx_state == RX_SAMPLE_BITS || rx_state == RX_STOP_BIT);
	reg rx_stopbits;
	reg rx_parity;
	always @(posedge rx_clock or posedge reset)
	begin
		if(reset) begin
			rx_counter <= 0;
			rx_bit_count <= 0;
			rx_bits <= 8'b0;
			rx_data <= 8'b0;
			rx_data_ready <= 0;
			rx_state <= RX_IDLE;
			rx_stopbits <= 1'b0;
			rx_parity <= 1'b0;
		end else begin
			case(rx_state)
				RX_IDLE: begin
					if(~rx) begin
						if(rx_counter == (RX_START_BIT_SAMPLES - 1)) begin
							rx_counter <= 0;
							rx_state <= RX_START_BIT;
						end else begin
							rx_counter <= rx_counter + 1;
						end
					end else begin
						rx_counter <= 0;
					end
				end
				RX_START_BIT: begin
					if(rx_counter == (RX_CLOCK_MUL - 1)) begin
						rx_bit_count <= 0;
						rx_counter <= 0;
						rx_parity <= 1'b0;
						rx_state <= RX_SAMPLE_BITS;
					end else begin
						rx_counter <= rx_counter + 1;
					end
				end
				RX_SAMPLE_BITS: begin
					if(rx_counter == 0) begin
						rx_parity <= rx_parity ^ rx;
						if(rx_bit_count == (BITSIZE - 1)) begin
							rx_bits <= {rx, rx_bits[7:1]} >> (8 - BITSIZE);				
							rx_state <= (PARITY == 1 || PARITY == 2) ? RX_PARITY_BIT : RX_STOP_BIT;
							rx_stopbits <= 1'b0;
							rx_data_ready <= 1'b0;
						end else begin
							rx_bits <= {rx, rx_bits[7:1]};
							rx_bit_count <= rx_bit_count + 1;
						end
					end 
					if(rx_counter == (RX_CLOCK_MUL - 1)) begin
						rx_counter <= 0;
					end else begin
						rx_counter <= rx_counter + 1;
					end
				end
				RX_PARITY_BIT: begin
					if(rx_counter == 0) begin
						if(((PARITY == 1) && (rx == ~rx_parity)) || ((PARITY == 2) && (rx == rx_parity))) begin
							rx_state <= RX_STOP_BIT;
						end else begin
							rx_state <= RX_IDLE;
						end
					end
					if(rx_counter == (RX_CLOCK_MUL - 1)) begin
						rx_counter <= 0;
					end else begin
						rx_counter <= rx_counter + 1;
					end					
				end
				RX_STOP_BIT: begin
					if(rx_counter == 0) begin
						if(rx) begin  
							if((STOPBITS == 1) || ((STOPBITS == 2) && rx_stopbits == 1'b1)) begin
								rx_data <= rx_bits;
								rx_state <= RX_IDLE;
								rx_data_ready <= 1'b1; 
							end else begin
								rx_stopbits <= 1'b1;
							end
						end else begin 
							rx_state <= RX_IDLE;
						end
					end 
					if(rx_counter == (RX_CLOCK_MUL - 1)) begin
						rx_counter <= 0;
					end else begin
						rx_counter <= rx_counter + 1;
					end										
				end
				default: begin
					rx_counter <= 0;
					rx_bit_count <= 0;
					rx_bits <= 8'b0;
					rx_data <= 8'b0;
					rx_data_ready <= 0;
					rx_state <= RX_IDLE;
				end
			endcase
		end
	end
endmodule
--- ./run.sh ---
#!/bin/bash
# OpenROAD 26Q1-2900-gdf79404cd8, Yosys 0.63+post, stock flow scripts
make -C /OpenROAD-flow-scripts/flow DESIGN_CONFIG=/design/flow/config.mk WORK_HOME=/design/flow/orfs finish
--- ./config.mk ---
export PLATFORM = sky130hd
export DESIGN_NAME = uart
export DESIGN_NICKNAME = uart
export VERILOG_FILES = /design/flow/design.v
export SDC_FILE = /design/flow/constraint.sdc
export NUM_CORES = 4
export LEC_CHECK = 1
export CORE_UTILIZATION = 50
--- ./constraint.sdc ---
current_design uart

set clk_period 3.9
set clk_io_pct 0.2

create_clock -name clk0 -period $clk_period [get_ports {rx_clock}]
create_clock -name clk1 -period $clk_period [get_ports {uart_clock}]

set non_clock_inputs [all_inputs -no_clocks]
set_input_delay [expr $clk_period * $clk_io_pct] -clock clk0 $non_clock_inputs
set_output_delay [expr $clk_period * $clk_io_pct] -clock clk0 [all_outputs]
==> results.py <==
# Metrics from the implementation run
metrics = {
    "synth": {
        "muxShareOfSynthArea_pct": 4.25,
        "synth_compound_gate_area_share_pct": 16.7,
        "post_synth_num_cell_types": 52,
        "ys_cells": 229,
        "async_flop_share_pct": 100,
        "post_synth_xor_area_fraction_pct": 1.75,
        "numSynthFlops": 53,
        "post_synth_edffs": 0,
        "simple_gate_area_share_of_the_yosys_netlist_pct": 15.3,
        "synth.avg_cell_area_um2": 10.9,
        "syn-cell-area_um2": 2500,
        "synth_adder_area_share_pct": 4.00,
        "netlist_instances": 229,
        "dominantRegCellSynth": "sky130_fd_sc_hd__dfrtp_1",
        "synth-area-yosys_um2": 2500,
        "top_logic_kind": "AND-OR/OR-AND gates",
        "yosys_warnings": 1,
        "yosysSeqAreaShare_pct": 53.1,
    },
    "finish": {
        "flow.area_growth_from_synthesis_pct": 15.3,
        "fillCellCount": 379,
        "drive_above_1_share_pct": 11.1,
        "multi_input_comb_area_um2": 1050,
        "sequential_cell_area_um2": 1330,
        "finish.utilization_pct": 60.3,
    },
    "drt": {
        "total_routed_wirelength_mm": 4.16,
        "drcViolationCount": 0,
        "diodes": 0,
        "drt_iter0_drc": 110,
        "drtPass1Iterations": 4,
        "vias": 1721,
        "avgRoutedWirePerCell_um": 13.0,
        "routed_via_density": 5.38,
        "route.antenna.remaining_nets": 0,
    },
    "clock_network": {
        "cts_setup_buffers": 0,
        "cts.sink_count": 53,
        "cts_tree": "built",
        "postCtsResizedCells": 0,
        "cts_hold_buffers": 0,
        "cts.clk_slew.worst_paths_ns": 0.09,
    },
    "die": {
        "core_util_floorplan_pct": 52.3,
        "std_cell_rows": 25,
        "die-area_um2": 5290,
        "floorplan.die.width_um": 72.8,
        "die_y_um": 72.8,
        "io_pins": 26,
        "core_area_um2": 4790,
    },
    "setup_path": {
        "chain_of_cells_forming_the_critical_path": "or3_1, clkdlybuf4s50_1",
        "worstSetupStartpointType": "flip-flop",
        "critical-path-max-stage-delay_ns": 0.59,
        "timing.critical_path.slowest_stage_cell": "sky130_fd_sc_hd__dfrtp_1",
        "timing.critical_path.required_ns": 3.12,
        "worstPathMaxFanout": 17,
        "crit_type": "reg2out",
        "cp_data_arrival_time_ns": 1.79,
        "endpoint_kind": "output pin",
    },
    "final_timing": {
        "hold_viol": 0,
        "slew_violations": 0,
        "max_slew_margin_pct": 61.6,
        "tightest_slew_ns": 0.571,
        "rsz0062_at_grt": "false",
        "setup_violating_endpoint_count_in_the_final_report": 0,
        "worst_clock_skew_ns": 0.00383,
        "setup_total_negative_slack_ns": 0,
    },
    "flow_run": {
        "timing.max_cap.violations": 0,
        "log.warning_count": 29,
    },
    "status": {
        "outcome": "finished clean",
    },
    "global_routing": {
        "overflow": 0,
        "track_usage_pct": 17.6,
        "antenna_found_initial": 0,
        "grt_start_max_net_pins": 30,
        "grt_pass1_wl_mm": 7.22,
        "first_global_vias": 1648,
    },
    "power": {
        "power_density_nw_per_um2": 503,
        "cellLeakagePower_nw": 1.24,
        "highest_ir_drop_seen_on_vdd_mv": 0.245,
        "p_total_w": 0.00145,
    },
    "placed_design": {
        "routabilityCongestion": 0.798,
        "hpwlAfterDp_mm": 3.00,
        "io_buffer_count": 24,
    },
    "hold_path": {
        "holdCritPathClass": "reg2reg",
    },
}
==> flip-flops by register name, indices dropped and copies added, names as in the netlist <==
register	count
rx_data_ready	1
rx_counter	3
wait_count	8
tx	1
rx_data	8
tx_state	5
rx_state	4
tx_accept	1
tx_bit_count	3
rx_bit_count	3
tx_bits	8
rx_bits	8
==> layer usage <==
layer  vias up  wire length, µm  track usage, %
li1        861                -               -
met1       817             2080            27.8
met2        39             1920            27.9
met3         4              110            1.40
met4         0               49            4.14
met5         -                0               0
==> kinds of logic (layout without fill, tap and decap cells) <==
kind of cell    after synthesis  count (layout)
compound gates               53              53
fa+ha+maj                     8               8
mux                          10              10
flops                        53              53
xor+xnor                      5               5
simple gates                 70              70
buf+inv                      30              54
==> where the power goes <==
| part | switching, W | total (W) | leakage (nW) | internal, W |
|---|---|---|---|---|
| Clock | 0.000159 | 0.000300 | 0.0433 | 0.000141 |
| Combinational | 0.000201 | 0.000423 | 0.506 | 0.000222 |
| Sequential | 0.0000844 | 0.000730 | 0.688 | 0.000645 |
| Total | 0.000444 | 0.00145 | 1.24 | 0.00101 |
==> layout make-up <==
cell class | count | area share (%)
repair buffers | 25 | 8.58
well taps | 67 | 2.90
inverters | 22 | 2.86
clock buffers | 6 | 2.86
multi-input cells | 146 | 36.5
flip-flops and latches | 53 | 46.1
clock inverters | 1 | 0.260
==> worst max-delay path, delay by kind of cell, from the launching register on <==
kind | cells | cell delay (ns)
flip-flops | 1 | 0.59
buffers and inverters | 1 | 0.42
AND/OR/NAND/NOR | 1 | 0.51
==> cells in the final DEF, fill, tap and decap left out, drive strengths merged, types with 2 or more instances in the layout <==
master | synthesis | routed
dfrtp | 50 | 50
clkdlybuf4s50 | 0 | 24
inv | 22 | 22
nand2 | 20 | 20
nand2b | 11 | 11
o21ai | 10 | 10
mux2i | 8 | 8
ha | 8 | 8
a21oi | 8 | 8
nor2 | 7 | 7
nand3 | 7 | 7
o221a | 6 | 6
clkbuf | 6 | 6
or3 | 4 | 4
a32o | 4 | 4
nand4 | 4 | 4
nor3 | 4 | 4
o2bb2ai | 3 | 3
o221ai | 3 | 3
a31oi | 3 | 3
xor2 | 3 | 3
dfstp | 3 | 3
nor3b | 3 | 3
and2 | 2 | 2
o31ai | 2 | 2
o22ai | 2 | 2
or2 | 2 | 2
a22o | 2 | 2
xnor2 | 2 | 2
mux2 | 2 | 2
==> per-stage QoR <==
| stage | cells | cell area (µm²) | hold WS [ns] | setup slack [ns] |
|---|---|---|---|---|
| after global placement | 313 | 2800 | 0.459 | 1.63 |
| after detailed placement | 313 | 2800 | 0.469 | 1.63 |
| after global routing | 320 | 2890 | 0.490 | 1.24 |
| after CTS | 320 | 2890 | 0.482 | 1.32 |
| after floorplan | 229 | 2500 | 0.432 | 1.84 |
| final | 320 | 2890 | 0.478 | 1.33 |
==> synthesized netlist by cell type, drive strengths merged (6+ instances only) <==
library cell / count / share of area, %
inv: 22 / 3.3
o221a: 6 / 2.7
ha: 8 / 4.0
nand2: 20 / 3.0
dfrtp: 50 / 50
nand3: 7 / 1.4
clkbuf: 6 / 0.90
a21oi: 8 / 2.0
mux2i: 8 / 3.2
o21ai: 10 / 2.0
nand2b: 11 / 2.7
nor2: 7 / 1.0
==> final timing paths <==
path,startpoint,slack [ns],end,cells past startpoint
max,rx_state[2]$_DFF_PP0_,1.33,rx_led,2
min,wait_count[7]$_DFFE_PP0P_,0.48,wait_count[7]$_DFFE_PP0P_,1
max reg2reg,rx_counter[0]$_DFF_PP0_,1.97,rx_bit_count[0]$_DFFE_PP0P_,5
min reg2reg,wait_count[7]$_DFFE_PP0P_,0.48,wait_count[7]$_DFFE_PP0P_,1
max in group clk1,tx_wren,2.04,tx_bits[1]$_DFFE_PP0P_,4
max in group asynchronous,reset,2.25,tx_state[0]$_DFF_PP1_,3
min in group clk0,rx_counter[0]$_DFF_PP0_,0.49,rx_counter[0]$_DFF_PP0_,1
min in group asynchronous,reset,0.85,rx_bits[3]$_DFFE_PP0P_,2
Power is estimated from default activity; no workload was simulated.
