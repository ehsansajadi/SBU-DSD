<file path="design.v">
module uart_fifo
	#(parameter TX_RAM_ADDRESS_BITS = 10,
	            RX_RAM_ADDRESS_BITS = 10)
	(input reset,
	 input sys_clk,
	 input tx_wren,  
	 input [7:0] tx_data,
	 input tx_accept,  
	 input [7:0] rx_data,
	 input rx_data_ready,
	 input rx_accept,  
	 output reg tx_out_wren,  
	 output tx_fifo_full,
	 output reg tx_fifo_ram_wren,  
	 output reg [7:0] tx_data_out,
	 output reg [TX_RAM_ADDRESS_BITS-1:0] tx_fifo_ram_read_address,
	 output reg [TX_RAM_ADDRESS_BITS-1:0] tx_fifo_ram_write_address,
	 output reg [7:0] rx_data_out,
	 output reg [RX_RAM_ADDRESS_BITS-1:0] rx_fifo_ram_read_address,
	 output reg [RX_RAM_ADDRESS_BITS-1:0] rx_fifo_ram_write_address,
	 output rx_fifo_full,
	 output reg rx_fifo_ram_wren,
	 output reg rx_data_out_ready
	);
	localparam FIFO_TX_SIZE = 1 << TX_RAM_ADDRESS_BITS;
	localparam FIFO_RX_SIZE = 1 << RX_RAM_ADDRESS_BITS;
	reg [TX_RAM_ADDRESS_BITS:0] tx_count;
	assign tx_fifo_full = (tx_count == FIFO_TX_SIZE);
	reg [RX_RAM_ADDRESS_BITS:0] rx_count;
	assign rx_fifo_full = (rx_count == FIFO_RX_SIZE);
	localparam TX_IDLE=2'd0, TX_WAIT_MEM=2'd1, TX_WAIT_UART=2'd2;
	reg [1:0] tx_state;
	wire write_tx_ram = tx_wren && ~tx_fifo_full;
	reg rx_data_ready_wait;
	wire write_rx_ram = rx_data_ready && ~rx_data_ready_wait && ~rx_fifo_full;
	localparam RX_IDLE=2'd0, RX_WAIT_MEM1=2'd1, RX_WAIT_MEM2=2'd2, RX_WAIT_ACCEPT=2'd3;
	reg [1:0] rx_state;
	always @(posedge sys_clk or posedge reset)
	begin
		if(reset) begin
			tx_fifo_ram_read_address <= {TX_RAM_ADDRESS_BITS{1'b0}};
			tx_count <= 'b0;
			tx_fifo_ram_write_address <= {TX_RAM_ADDRESS_BITS{1'b0}};
			tx_fifo_ram_wren <= 'b0;
			tx_data_out <= 8'b0;
			tx_out_wren <= 'b0;
			tx_state <= TX_IDLE;
		end else begin
			tx_fifo_ram_wren <= write_tx_ram;
			if(write_tx_ram)
				tx_data_out <= tx_data;
			tx_fifo_ram_write_address <= tx_fifo_ram_write_address + (tx_fifo_ram_wren ? 1 : 0);
			tx_count <= tx_count + (((tx_state == TX_WAIT_UART) && tx_accept) ? -1 : 0) + ((write_tx_ram) ? 1 : 0);
			case(tx_state)
				TX_IDLE: begin
					if((| tx_count) && ~tx_accept) begin
						tx_state <= TX_WAIT_MEM;
					end
				end
				TX_WAIT_MEM: begin
					tx_out_wren <= 1'b1;
					tx_state <= TX_WAIT_UART;
				end
				TX_WAIT_UART: begin
					if(tx_accept) begin
						tx_out_wren <= 1'b0;
						tx_fifo_ram_read_address <= tx_fifo_ram_read_address + 1'b1;
						tx_state <= TX_IDLE;
					end
				end
				default: begin
					tx_out_wren <= 1'b0;
					tx_state <= TX_IDLE;
				end
			endcase
		end
	end
	always @(posedge sys_clk or posedge reset)
	begin
		if(reset) begin
			rx_fifo_ram_read_address <= {RX_RAM_ADDRESS_BITS{1'b0}};
			rx_fifo_ram_write_address <= {RX_RAM_ADDRESS_BITS{1'b0}};
			rx_count <= 'b0;
			rx_fifo_ram_wren <= 'b0;
			rx_data_out <= 8'b0;
			rx_data_out_ready <= 1'b0;
			rx_data_ready_wait <= 1'b0;
			rx_state <= RX_IDLE;
		end else begin
			rx_fifo_ram_wren <= write_rx_ram;
			if(write_rx_ram) begin
				rx_data_out <= rx_data;
				rx_data_ready_wait <= 1'b1;
			end else if(~rx_data_ready && rx_data_ready_wait) begin
				rx_data_ready_wait <= 1'b0;
			end
			rx_fifo_ram_write_address <= rx_fifo_ram_write_address + (rx_fifo_ram_wren ? 1 : 0);
			rx_count <= rx_count + (((rx_state == RX_WAIT_ACCEPT) && rx_accept) ? -1 : 0) + ((write_rx_ram) ? 1 : 0);
			case(rx_state)
				RX_IDLE: begin
					if((| rx_count) && ~rx_accept) begin
						rx_state <= RX_WAIT_MEM1;
					end
				end
				RX_WAIT_MEM1: begin
					rx_state <= RX_WAIT_MEM2;
				end
				RX_WAIT_MEM2: begin
					rx_data_out_ready <= 1'b1;
					rx_state <= RX_WAIT_ACCEPT;
				end
				RX_WAIT_ACCEPT: begin
					if(rx_accept) begin
						rx_data_out_ready <= 1'b0;
						rx_fifo_ram_read_address <= rx_fifo_ram_read_address + 1'b1;
						rx_state <= RX_IDLE;
					end
				end
				default: begin
					rx_data_out_ready <= 1'b0;
					rx_state <= RX_IDLE;
				end
			endcase
		end
	end
endmodule
</file>
<file path="run.sh">
#!/bin/bash
# OpenROAD 26Q1-2900-gdf79404cd8, Yosys 0.63+post, stock flow scripts
make -C /OpenROAD-flow-scripts/flow DESIGN_CONFIG=/design/flow/config.mk WORK_HOME=/design/flow/orfs finish
</file>
<file path="config.mk">
export PLATFORM = sky130hd
export DESIGN_NAME = uart_fifo
export DESIGN_NICKNAME = uart_fifo
export VERILOG_FILES = /design/flow/design.v
export SDC_FILE = /design/flow/constraint.sdc
export NUM_CORES = 4
export LEC_CHECK = 1
export CORE_UTILIZATION = 30
</file>
<file path="constraint.sdc">
current_design uart_fifo

set clk_period 6.4
set clk_io_pct 0.2

create_clock -name clk0 -period $clk_period [get_ports {sys_clk}]

set non_clock_inputs [all_inputs -no_clocks]
set_input_delay [expr $clk_period * $clk_io_pct] -clock clk0 $non_clock_inputs
set_output_delay [expr $clk_period * $clk_io_pct] -clock clk0 [all_outputs]
</file>
==> notes.md <==
flow finished, numbers: Top logic family=simple AND/OR/NAND/NOR gates, FF+latch area=0.002255 sq mm, dpl hpwl=5.504 mm, r2r endpoint=rx_count[10]$_DFF_PP0_, num rows=42, via/cell ratio=4.529, port bufs=slightly above 80, floorplan core density=31.06%, chip area=0.01435 sq mm, MUX share of area=under 10%, Inserted Diodes=0, yosys xor share=11.36%, Distinct cells, synth=between 40 and 50, Max Transition Viols Final=0, yosys cell count=between 300 and 400, Num Clock Sinks=90, Critical R2R Launch=rx_count[1]$_DFF_PP0_, final setup fails=0, GR Util All Layers=11.35%, DRT iter0 DRCs=112, register clock-pin slew on the reported worst setup and hold paths=0.06 ns, initial antenna violation count=0, first-pass GRT wire length=about 13 mm, CTS buffer count=9, crit path max fanout=15, Worst IR Drop VDD=0.1548 mV, final core utilization=41.07%, drt drc=0, yosys stat area=0.004163 sq mm, first drt pass iteration count=4, logic area=0.001837 sq mm, Final period util=approximately three fifths, setup TNS=0 ns, endpoints failing hold=0, critical path arrival=roughly 4.0 ns, chip width=119.8 um, I/O pin cnt=84, CTS tree=done, GP Congestion=just under 0.8, flop-to-flop setup slack=3.17 ns, Die Height=119.8 um, top cells by count=dfrtp_1, xnor2_1, nand2_1, nand3_1, ha_1, ys async rst share=100.0%, yosys adder share=around 9%, # resized after CTS=0, hold path start=rx_state[2]$_DFF_PP0_, tool warnings=25, Hold Path End=rx_state[1]$_DFF_PP0_, synthesized area=0.004163 sq mm, cell type with the largest total area=dfrtp_1, HP Class=flop to flop, Pleak=2.563 nW, area delta synth->final=32.22%, Clock Path Buffers=2, CTS Hold Bufs=0, CORE AREA=~0.013 sq mm, root buf cell=clkbuf_16, Post-Syn Instances=344, minimum clock period=3.817 ns, Basic Gates by Area=12.44%, Clock Skew=0.005771 ns, status=finished, final reports clean, EDFF count, synth=0, fillers=between 1k and 1.5k, pin count of the biggest net entering global routing=48, relative slew slack=50.15%, layout cells sized above 1=9.729%, highest clock rate=262.0 MHz, Pwr Density=slightly below 300 mW/mm^2, final WL=7.652 mm, antenna viol nets, final=0, WHS Path Cells=0, Final Total Pwr=1.637 mW, vias in the first global route=around 2.7k, clock latency (worst-skew pair)=0.33 ns, unrepaired setup endpoints after global routing=false, CTS H-Tree Depth=3, Yosys top cell by instances=dfrtp_1, register area share after synthesis=54.16%, FF+latch count, synth=90, CP startpoint kind=input pin, yosys aoi share=5.741%, Post-CTS Setup Inserts=0, Slew @ Worst Pin=0.7469 ns, Synth Flop Type=dfrtp_1, Yosys warning count=1, Max Cap Viol=0, biggest area cells=dfrtp_1, xnor2_1, ha_1, nand3_1, mux2_4, Setup CP Type=input pin to flop, Worst Reg-to-Reg Cells=13, Worst Setup End Kind=flop, Top cell area share=52.90%, detailed-route via count=between 2k and 3k, total gr overflow=0, mean post-synth cell area=~12 sq um, Wirelength per Cell=about 12 um, crit path DRT=6.61 ns
## through the flow
step,hold slack [ns],setup WS (ns),std cells,cell area (sq um)
floorplan,0.3312,2.788,344,4163
global placement,0.3420,2.333,603,5219
detailed placement,0.3371,2.251,603,5219
CTS,0.3509,2.584,618,5504
global route,0.3602,2.361,618,5504
finish,0.3484,2.584,618,5504
## where the power goes
group          total, mW  internal (mW)  leakage (nW)  switching, mW
Clock              0.510          0.300         0.138          0.211
Combinational      0.365          0.237          1.27          0.128
Sequential         0.762          0.677          1.15         0.0851
## cells in the final DEF (no fill, tap or decap), drive strengths merged, types with 5 or more instances in the layout
cell type and n:
nand2 25, dfrtp 88, nor2 17, nand3 25, inv 15, clkbuf 10, nor2b 5, and3 15
mux2 17, xnor2 44, a21oi 10, clkdlybuf4s50 83, xor2 10, ha 24
## registers in the layout, indices dropped and copies added (netlist names)
name and cells:
rx_count 11, tx_count 11, rx_fifo_ram_read_address 10, rx_fifo_ram_write_address 10, tx_fifo_ram_read_address 10, tx_fifo_ram_write_address 10, rx_data_out 8, tx_data_out 8
rx_state 4, tx_state 3, rx_data_out_ready 1, rx_data_ready_wait 1, rx_fifo_ram_wren 1, tx_fifo_ram_wren 1, tx_out_wren 1
## layer usage
metal / part of all wire, % / vias up / wire length, um / global-route usage, %
li1: - / 1378 / - / -
met5: 0 / - / 0 / 0
met3: 4.9 / 9 / 372 / 2.718
met2: 42 / 61 / 3232 / 16.29
met4: 1.4 / 0 / 105 / 1.641
met1: 52 / 1351 / 3942 / 18.29
## worst max path at each step
| stage | from | endpoint | slack [ns] | cells past startpoint |
|---|---|---|---|---|
| CTS | rx_accept | rx_count[10]$_DFF_PP0_ | 2.58 | 11 |
| global route | rx_accept | rx_count[10]$_DFF_PP0_ | 2.36 | 11 |
| finish | rx_accept | rx_count[10]$_DFF_PP0_ | 2.58 | 11 |
## cell families (layout without fill, tap and decap cells)
logic type | after synthesis | count (layout)
AND/OR/NAND/NOR | 102 | 102
flip-flops | 90 | 90
XOR/XNOR | 54 | 54
AND-OR/OR-AND | 35 | 35
adder cells (fa/ha/maj) | 28 | 28
buffers and inverters | 18 | 116
multiplexers | 17 | 17
## worst max-delay path, cell delays in order
cell and delay [ns]:
clkdlybuf4s50_1 0.45, nand2_1 0.22, inv_1 0.30, fa_1 0.47
inv_1 0.08, fa_1 0.20, nor2b_1 0.06, o21a_1 0.18
a31o_2 0.26, o41ai_1 0.40, xnor2_1 0.12
## cell type report
cell class,instances,share of cell area (%)
clock inverter,5,1.023
timing repair buffer,85,15.37
sequential,90,40.96
tap,176,4.001
inverter,16,1.114
multi-input combinational,236,33.37
clock buffer,10,4.160
Power and IR drop assume default switching activity.
