File: ./run.sh
#!/bin/bash
# OpenROAD 26Q1-2900-gdf79404cd8, Yosys 0.63+post, stock flow scripts
make -C /OpenROAD-flow-scripts/flow DESIGN_CONFIG=/design/flow/config.mk WORK_HOME=/design/flow/orfs finish
File: ./config.mk
export PLATFORM = sky130hd
export DESIGN_NAME = uart_blinker
export DESIGN_NICKNAME = uart_blinker
export VERILOG_FILES = /design/flow/design.v
export SDC_FILE = /design/flow/constraint.sdc
export NUM_CORES = 4
export LEC_CHECK = 1
export CORE_AREA = 10 10 98 98
export DIE_AREA = 0 0 108 108
File: ./design.v
module uart_blinker
	#(parameter UART_CLOCK = 115200)
	(input uart_clock,
	 input reset_n,
	 output reg led);
	localparam BITS = $clog2(UART_CLOCK);
	reg [BITS-1:0] counter;
	always @ (posedge uart_clock or negedge reset_n)	begin
		if(~reset_n) begin
			counter <= 'b0;
			led <= 'b0;
		end else begin
			if(counter == UART_CLOCK) begin
				counter <= 'b0;
				led <= ~led;
			end else begin
				counter <= counter + 1;
			end
		end
	end
endmodule
File: ./constraint.sdc
current_design uart_blinker

set clk_period 4.3
set clk_io_pct 0.2

create_clock -name clk0 -period $clk_period [get_ports {uart_clock}]

set non_clock_inputs [all_inputs -no_clocks]
set_input_delay [expr $clk_period * $clk_io_pct] -clock clk0 $non_clock_inputs
set_output_delay [expr $clk_period * $clk_io_pct] -clock clk0 [all_outputs]
==> results.py <==
# Physical implementation metrics
metrics = {
    "drt": {
        "route.detailed.drc": 0,
        "via_per_inst": 3.048,
        "wl_um": 1470,
        "routedWlPerCell_um": 7.903,
        "drtPass1Iterations": 4,
        "detail-route-antenna-nets": 0,
        "antenna_cells": 0,
        "drtIter0Drc": 9,
        "vias": 567,
    },
    "clocking": {
        "hold_buffers": 0,
        "h-tree-depth": 1,
        "clock-sinks": 18,
        "clock_latency_ns": 0.25,
        "clockBufferDepth": 2,
        "clk_pin_slew_worst_paths_ns": 0.07,
        "cts-buffers-inserted": 3,
        "cts_tree": "built",
        "ctsResizeCount": 0,
        "cts_root_buf": "clkbuf_8",
        "cts_setup_buffers": 0,
    },
    "worst_setup_path": {
        "cp-endpoint": "led",
        "r2r_end": "led$_DFFE_PN0N_",
        "crit_start": "led$_DFFE_PN0N_",
        "end_kind": "output port",
        "rr_worst_depth": 6,
        "start_kind": "flip-flop",
        "cp_slowest_cell": "clkdlybuf4s50_1",
        "worstReg2RegStart": "counter[0]$_DFF_PN0_",
        "rrSetupSlack_ns": 2.68,
        "arrival_ns": 1.11,
        "critPathTopFamily": "buffers and inverters",
        "crit_type": "flip-flop to output port",
        "cp_slowest_stage_delay_ns": 0.49,
        "cp_max_fo": 2,
        "crit_chain": "clkdlybuf4s50_1",
        "critPathRequiredTime_ns": 3.44,
        "crit_cells": 1,
        "cp_num_buf_inv": 1,
    },
    "placed_design": {
        "hpwlAfterDp_um": 1051,
        "port_buffers": 2,
        "gp_congestion": 0.7806,
    },
    "timing": {
        "whs_ns": 0.4790,
        "setup_viol": 0,
        "min_period_ns": 1.970,
        "max_freq_ghz": 0.5075,
        "worstMarginPinSlew_ns": 0.7985,
        "rsz0062_at_grt": "false",
        "hold_viol": 0,
        "relSlewSlack_pct": 46.60,
        "tns_ns": 0,
        "skew_ns": 0.003488,
        "slew_viol_final": 0,
        "fin_crit_sh_pct": 45.82,
    },
    "logic_synthesis": {
        "ys_cells": 78,
        "edf_count": 0,
        "area_leaders": "dfrtp_1, xnor2_1, nand4_4",
        "synthTopCellsByCount": "dfrtp_1, xnor2_1, nor2_1, nand3_1, nor4_1",
        "ys_types": 21,
        "syn_area_per_cell_um2": 11.31,
        "yosys_register_bits": 18,
        "ff_type": "dfrtp_1",
        "yosys_warnings": 1,
        "synth_area_um2": 882.1,
        "synth-async-reset-ratio_pct": 100.0,
        "synth_top_cell_by_count": "dfrtp_1",
        "synth_top_cell_by_area": "dfrtp_1",
        "ys_seq_share_pct": 51.06,
        "yosys.area.top_type_share_pct": 51.06,
        "syn_inst": 78,
        "yosysChipArea_um2": 882.1,
    },
    "status": {
        "status": "completed",
    },
    "pwr": {
        "switching_power_uw": 58.23,
        "power_density_nw_per_um2": 285.4,
        "p_clk_share_pct": 44.0,
        "leakage_uw": 0.0004260,
        "p_sw_share_pct": 18.81,
        "ir_drop_uv": 83.62,
        "power_uw": 309.6,
        "p_seq_share_pct": 54.7,
        "p_comb_share_pct": 1.3,
        "intPower_uw": 251.3,
    },
    "floorplanning": {
        "row_count": 32,
        "die_width_um": 108,
        "die_h_um": 108,
        "coreArea_um2": 7647,
        "io_pins": 3,
        "fp_util_pct": 11.53,
        "chipArea_um2": 11660,
    },
    "grt": {
        "grt_pass1_wl_um": 2704,
        "antenna_found_initial": 0,
        "grt.total_usage_pct": 2.772,
        "grt_overflow_total": 0,
        "first_global_vias": 566,
        "grt_start_max_net_pins": 19,
    },
    "layout": {
        "final-comb-area_um2": 416.7,
        "area_delta_synth_final_pct": 22.98,
        "fillerInstances": 835,
        "regArea_um2": 450.4,
        "drive_above_1_share_pct": 11.90,
    },
    "flow_run": {
        "maxCapViolations": 0,
        "warnings": 26,
    },
    "worst_hold_path": {
        "hold_class": "flip-flop to flip-flop",
    },
}
==> routing by layer <==
metal | wire, µm | track usage (%) | up-vias
met5 | 0 | 0 | -
met4 | 14 | 0.2863 | 0
met3 | 72 | 0.9036 | 2
met2 | 608 | 3.836 | 7
met1 | 774 | 4.210 | 272
li1 | - | - | 286
==> layout by cell type (no fill, tap or decap) <==
master / Yosys / final
nor2_4: 1 / 1
nor4_1: 5 / 5
nand4_4: 2 / 2
ha_1: 2 / 2
nor4b_1: 1 / 1
nand4_1: 4 / 4
or2_4: 1 / 1
inv_1: 4 / 4
nor2b_1: 1 / 1
clkbuf_8: 0 / 4
nand3_1: 5 / 5
clkdlybuf4s50_1: 0 / 2
nor2_1: 9 / 9
and2b_1: 1 / 1
and3_1: 1 / 1
nor3_1: 1 / 1
xnor2_1: 12 / 12
dfrtp_1: 18 / 18
xor2_1: 4 / 4
and4_1: 1 / 1
nor4_2: 1 / 1
nand2_1: 3 / 3
and3_2: 1 / 1
==> metrics by stage <==
stage	area, µm²	util, %	std cells	setup WS, ns
2_1_floorplan	882.1	-	78	2.900
3_3_place_gp	1030	13.47	182	2.407
3_5_place_dp	1030	13.47	182	2.391
4_1_cts	1085	14.19	186	2.302
5_1_grt	1085	14.19	186	2.263
6_report	1085	14.19	186	2.330
==> cells by family (layout without fill, tap and decap cells) <==
logic type	after synthesis	count (layout)	synth area share [%]
DFF	18	18	51.06
adders and majority gates	2	2	2.836
buffers and inverters	4	10	1.702
xor gates and xnor gates	16	16	15.89
and+or+nand+nor	38	38	28.51
==> layout make-up <==
cell class,count,area share (%)
flip-flops and latches,18,41.52
multi-input cells,56,38.41
well taps,102,11.76
clock buffers,4,5.075
repair buffers,2,1.845
inverters,4,1.384
==> worst min-delay path by stage <==
| stage | from | to | slack, ns | cells after the start |
|---|---|---|---|---|
| after CTS | led$_DFFE_PN0N_ | led$_DFFE_PN0N_ | 0.48 | 1 |
| final | led$_DFFE_PN0N_ | led$_DFFE_PN0N_ | 0.48 | 1 |
| after global routing | led$_DFFE_PN0N_ | led$_DFFE_PN0N_ | 0.52 | 1 |
==> flip-flops by register name, indices dropped and copies added (netlist names) <==
register / count
counter: 17
led: 1
==> worst reg2reg max path, stage by stage, from the launching register on <==
cell     delay, ns
dfrtp_1       0.46
inv_1         0.09
ha_1          0.16
nor4b_1       0.22
nand4_1       0.19
nor2_4        0.26
xor2_1        0.16
==> power by group through the flow <==
stage | logic (µW) | registers (µW) | clock network (µW)
4_1_cts | 4.25 | 169 | 142
5_1_grt | 4.83 | 169 | 148
6_report | 3.94 | 169 | 136
Power and IR drop assume default switching activity.
